--- /design/flow/design.v ---
module Filling_water_counter(
    input wire clk,
    input wire rst_n,
    input wire soft_rst,
    input wire start_Filling,
    input wire [1:0] clk_freq,
    output wire Filling_water_done
);
reg [31:0] stop_count;
localparam [31:0] temp = 2'b11;
always @ *
begin
    case(clk_freq)
        2'b00: stop_count ='h7270E00; 
        2'b01: stop_count = 'hE4E1C00;
        2'b10: stop_count = 'h1C9C3800;
        2'b11: stop_count = 'h39387000;
    endcase
end
reg [31:0] q;
always @(posedge clk or negedge rst_n) 
begin
    if(~rst_n)
        q <= 0;
    else if (~soft_rst)
        q <= 0;  
    else if (start_Filling && ~Filling_water_done)
        q <= q + 1;        
end
assign Filling_water_done = (q == stop_count);
endmodule
module Rinsing_counter(
    input wire clk,
    input wire rst_n,
    input wire soft_rst,
    input wire start_Rinsing,
    input wire [1:0] clk_freq,
    input wire round2_Rinsing,
    output wire Rinsing_done
);
reg [31:0] stop_count;
localparam [31:0] temp = 2'b11;
always @ *
begin
    case(clk_freq)
        2'b00: stop_count ='h7270E00; 
        2'b01: stop_count = 'hE4E1C00;
        2'b10: stop_count = 'h1C9C3800;
        2'b11: stop_count = 'h39387000;
    endcase
end    
reg [31:0] q;
always @(posedge clk or negedge rst_n) 
begin
    if(~rst_n)
        q <= 0;
    else if (~soft_rst)
        q <= 0;  
    else if (start_Rinsing && ~Rinsing_done)
        q <= q + 1;
    else if (round2_Rinsing)
        q<= 1;            
end
assign Rinsing_done = (q == stop_count);
endmodule
module fsm (
    input wire Filling_water_done, Washing_done,spining_done,Rinsing_done,
    input wire clk,
    input wire rst_n,
    input wire coin_in,
    input wire double_wash,
    input wire timer_pause,
    output reg wash_done,
    output reg spining_counter_stop,
    output reg start_Filling , start_washing , start_Rinsing , start_spining,
    output reg round2_Rinsing , round2_washing,
    output reg soft_rst1 , soft_rst2
);
localparam [2:0] idle = 3'b000,
                 Filling_water = 3'b001,
                 Washing1 = 3'b010,
                 Rinsing1 = 3'b011,
                 Spining = 3'b100,
                 washing2 = 3'b101,
                 Rinsing2 = 3'b110;
reg [2:0] state_reg , state_next;
always @(posedge clk or negedge rst_n) 
begin
    if(~rst_n)
        state_reg <= idle;
    else 
        state_reg <= state_next;    
end
always @ *
begin
    soft_rst1 = 1'b1;
    soft_rst2 = 1'b1;
    round2_washing = 1'b0;
    round2_Rinsing = 1'b0;
    start_Filling = 1'b0;
    start_washing = 1'b0; 
    start_Rinsing = 1'b0; 
    start_spining = 1'b0;
    wash_done = 1'b0;
    spining_counter_stop = 1'b0;
    state_next = state_reg;
    case(state_reg)
        idle : 
            begin
                soft_rst1 = 1'b0;
                wash_done = 1'b1;
                if(coin_in)
                    begin
                        state_next = Filling_water;
                        start_Filling = 1'b1;
                    end    
            end
        Filling_water:
            begin
                start_Filling = 1'b1;
                if(Filling_water_done)
                    begin
                        state_next = Washing1;
                        start_washing = 1'b1;
                    end    
            end
        Washing1:
            begin
                         start_washing = 1'b1;
                        if(Washing_done)
                            begin
                                state_next = Rinsing1;
                                start_Rinsing = 1'b1;
                            end 
            end
        Rinsing1:
            begin
                start_Rinsing = 1'b1;
                if(Rinsing_done)
                    begin
                        if(double_wash )
                            begin
                                state_next = washing2;
                                start_washing = 1'b1;
                                round2_washing = 1'b1;
                            end
                        else
                            begin
                                state_next = Spining;
                                start_spining = 1'b1;
                            end    
                    end
            end
        washing2:
            begin
                start_washing = 1'b1;
                        if(Washing_done)
                            begin
                                state_next = Rinsing2;
                                start_Rinsing = 1'b1;
                                round2_Rinsing = 1'b1;
                            end 
            end 
        Rinsing2:
            begin
                start_Rinsing = 1'b1;
                if(Rinsing_done)
                    begin
                            state_next = Spining;
                            start_spining = 1'b1;
                    end    
            end       
        Spining:
            begin
                start_spining = 1'b1;
                if(timer_pause)
                    spining_counter_stop = 1'b1;
                else if (spining_done)
                    begin
                        state_next = idle;
                        wash_done = 1'b1;
                        soft_rst2 = 1'b0;
                    end
            end
    endcase
end
endmodule
module mixel (
    input wire clk,
    input wire [1:0] clk_freq,
    input wire rst_n,
    input wire coin_in,
    input wire double_wash,
    input wire timer_pause,
    output wire wash_done
);
wire start_Filling_wire,Filling_water_done_wire;
wire start_washing_wire,Washing_done_wire;
wire start_Rinsing_wire,Rinsing_done_wire;
wire start_spining_wire,spining_done_wire;
wire  spining_counter_stop_wire;
wire round2_Rinsing , round2_washing;
wire soft_rst1 , soft_rst2;
fsm fsm1 (
    .clk(clk),
    .rst_n(rst_n),
    .soft_rst1(soft_rst1),
    .soft_rst2(soft_rst2), 
    .coin_in(coin_in),
    .double_wash(double_wash),
    .timer_pause(timer_pause),
    .wash_done(wash_done),
    .start_Filling(start_Filling_wire), 
    .start_washing(start_washing_wire),
    .start_Rinsing(start_Rinsing_wire), 
    .start_spining(start_spining_wire),
    .Filling_water_done(Filling_water_done_wire),
    .Washing_done(Washing_done_wire),
    .spining_done(spining_done_wire),
    .Rinsing_done(Rinsing_done_wire),
    .spining_counter_stop(spining_counter_stop_wire),
    .round2_Rinsing(round2_Rinsing),
    .round2_washing(round2_washing)
);
Filling_water_counter c1 (
     .clk(clk),
     .rst_n(rst_n),
     .soft_rst(soft_rst2),
     .clk_freq(clk_freq),
     .start_Filling(start_Filling_wire),
     .Filling_water_done(Filling_water_done_wire)  
);
washing_counter c2 (
     .clk(clk),
     .rst_n(rst_n),
     .soft_rst(soft_rst1),
     .clk_freq(clk_freq),
     .start_washing(start_washing_wire),
     .Washing_done(Washing_done_wire),
     .round2_washing(round2_washing)
);
Rinsing_counter c3 (
     .clk(clk),
     .rst_n(rst_n),
     .soft_rst(soft_rst1),
     .clk_freq(clk_freq),
     .start_Rinsing(start_Rinsing_wire),
     .Rinsing_done(Rinsing_done_wire),
     .round2_Rinsing(round2_Rinsing)
);
spining_counter c4 (
     .clk(clk),
     .rst_n(rst_n),
     .soft_rst(soft_rst1),
     .clk_freq(clk_freq),
     .start_spining(start_spining_wire),
     .spining_done(spining_done_wire),
     .spining_counter_stop(spining_counter_stop_wire)
);
endmodule
module spining_counter(
    input wire clk,
    input wire rst_n,
    input wire soft_rst,
    input wire start_spining,
    input wire [1:0] clk_freq,
    input wire spining_counter_stop,
    output wire spining_done
);
reg [31:0] stop_count;
localparam [31:0] temp = 2'b11;
always @ *
begin
    case(clk_freq)
        2'b00: stop_count ='h3938700; 
        2'b01: stop_count = 'h7270E00;
        2'b10: stop_count = 'hE4E1C00;
        2'b11: stop_count = 'h1C9C3800;
    endcase
end    
reg [31:0] q;
always @(posedge clk or negedge rst_n) 
begin
    if(~rst_n)
        q <= 0;
    else if (~soft_rst)
        q <= 0;  
    else if (start_spining && ~spining_counter_stop && ~spining_done)
        q <= q + 1;        
end
assign spining_done = (q == stop_count);
endmodule
module washing_counter(
    input wire clk,
    input wire rst_n,
    input wire soft_rst,
    input wire start_washing,
    input wire [1:0] clk_freq,
    input wire round2_washing,
    output wire Washing_done 
);
reg [31:0] stop_count;
localparam [31:0] temp = 3'b100;
always @ *
begin
    case(clk_freq)
        2'b00: stop_count ='h11E1A300; 
        2'b01: stop_count = 'h23C34600;
        2'b10: stop_count = 'h47868C00;
        2'b11: stop_count = 'hFA56EA00;
    endcase
end    
reg [31:0] q;
always @(posedge clk or negedge rst_n) 
begin
    if(~rst_n)
        q <= 0;
    else if (~soft_rst)
        q <= 0;  
    else if (start_washing && ~Washing_done)
        q <= q + 1;
    else if (round2_washing)
    q <= 1;            
end
assign Washing_done = (q == stop_count);
endmodule
--- /design/flow/run.sh ---
#!/bin/bash
# OpenROAD 26Q1-2900-gdf79404cd8, Yosys 0.63+post, stock flow scripts
make -C /OpenROAD-flow-scripts/flow DESIGN_CONFIG=/design/flow/config.mk WORK_HOME=/design/flow/orfs finish
--- /design/flow/config.mk ---
export PLATFORM = sky130hd
export DESIGN_NAME = mixel
export DESIGN_NICKNAME = mixel
export VERILOG_FILES = /design/flow/design.v
export SDC_FILE = /design/flow/constraint.sdc
export NUM_CORES = 4
export LEC_CHECK = 1
export CORE_UTILIZATION = 50
--- /design/flow/constraint.sdc ---
current_design mixel

set clk_period 6.8
set clk_io_pct 0.2

create_clock -name clk0 -period $clk_period [get_ports {clk}]

set non_clock_inputs [all_inputs -no_clocks]
set_input_delay [expr $clk_period * $clk_io_pct] -clock clk0 $non_clock_inputs
set_output_delay [expr $clk_period * $clk_io_pct] -clock clk0 [all_outputs]
==> results.tsv <==
stage	metric	value	unit
status	status	complete, no violations	
floorplan	core area	0.0167	mm^2
placement	standard cell area after detailed placement	0.00882	mm^2
synth	number of cells in Yosys stat	980	
synth	most frequent cells after synthesis	sky130_fd_sc_hd__dfrtp_1, sky130_fd_sc_hd__nor2_1, sky130_fd_sc_hd__nand2_1, sky130_fd_sc_hd__nand3_1, sky130_fd_sc_hd__nand4_1	
final_timing	measured slew at the worst slew-check pin	0.840	ns
detailed_routing	ratio of routed vias to standard cells	6.23	
power_and_ir_drop	leak pwr	3.92	nW
layout	final instance area	0.00944	mm^2
final_timing	normalized max-slew margin	43.8	%
placement	placed insts	1169	
layout	Post-Layout Cell Count	1201	
power_and_ir_drop	Total Power	2.10	mW
worst_setup_path	reg2reg end	c2.q[14]$_DFFE_PN0P_	
detailed_routing	DRC errors left	0	
worst_setup_path	worst setup slack for register-to-register paths	3.26	ns
floorplan	FP Rows	47	
final_timing	final count of negative-setup-slack endpoints	0	
final_timing	number of pins with negative max-slew slack in the final report	0	
placement	half-perimeter wire length of the detailed placement result	13.9	mm
clock_network	worst-case clock buffer depth	2	
synth	combined area of all synthesized cells	0.00860	mm^2
detailed_routing	total routed wire length on the met1 layer	10.0	mm
floorplan	Die Ht	133	um
global_route	number of antenna violations at the first check in global routing	0	
final_timing	Final Cycle Share	83.5	%
worst_setup_path	CP Buf/Inv Count	4	
detailed_routing	detailed-route via count	7488	
final_timing	number of failing hold endpoints at the final stage	0	
detailed_routing	met2 wire len	9.59	mm
final_timing	setup repair after global routing missed its margin	no	
floorplan	initial core utilization	51.5	%
worst_setup_path	maximum single-stage delay on the critical path	0.57	ns
floorplan	Ports	8	
detailed_routing	First-pass DRT Iterations	5	
clock_network	buffer cell driving the clock tree root	sky130_fd_sc_hd__clkbuf_16	
clock_network	clock latency on the worst-skew pair	0.41	ns
synth	cell with the most instances after synthesis	sky130_fd_sc_hd__dfrtp_1	
worst_setup_path	chain of cells forming the critical path	clkdlybuf4s50_1, buf_4, ha_1, xor2_1, nand4_1, nor4b_2, and2_0, buf_4, nand2_1, nand2_1, clkdlybuf4s50_1	
layout	synth-to-layout area growth	9.67	%
clock_network	clk sink count	135	
final_timing	total negative slack	0	ns
synth	share of the synthesized area in the top cell type	39.0	%
worst_setup_path	maximum fanout encountered on the critical timing path	15	
power_and_ir_drop	total power per unit cell area	222	mW/mm^2
detailed_routing	ANT nets after route	0	
worst_setup_path	data required time at the worst endpoint	5.44	ns
synth	flops out of synthesis	135	
worst_setup_path	Critical-path top delay cell	sky130_fd_sc_hd__ha_1	
synth	number of synthesis warnings	5	
hold_path	Worst Hold Class	reg -> reg	
detailed_routing	post-DR wirelength/cell	17.4	um
global_route	overall global routing resource usage	25.4	%
clock_network	buffers inserted during post-CTS setup optimization	0	
worst_setup_path	logic depth of the worst setup path including buffers	11	
clock_network	H-tree depth	4	
synth	number of cells produced by synthesis	980	
detailed_routing	Total Wirelength	20.9	mm
final_timing	time the worst path needs with I/O delays and setup	5.68	ns
synth	cell types occupying the most area after synthesis	sky130_fd_sc_hd__dfrtp_1, sky130_fd_sc_hd__nor2_1, sky130_fd_sc_hd__xor2_1, sky130_fd_sc_hd__nand3_1, sky130_fd_sc_hd__nand4_1	
layout	proportion of layout cells with a drive suffix above 1	8.15	%
layout	count of fill cells added during filler insertion	1445	
synth	area figure in the yosys stat output	0.00860	mm^2
synth	post-synthesis area per instance	8.78	um^2
global_route	vias in the first global route	6945	
final_timing	Clock Skew	0.00743	ns
detailed_routing	metal3 WL	1.08	mm
detailed_routing	number of design-rule violations left by the first detailed-router iteration	681	
worst_setup_path	CP Class	in -> out	
run	Max-cap violations	0	
worst_setup_path	Critical Path AT	4.32	ns
worst_setup_path	crit start category	input pin	
detailed_routing	max layer used	met4	
synth	dominant cell type by area after synthesis	sky130_fd_sc_hd__dfrtp_1	
synth	Main synth FF type	sky130_fd_sc_hd__dfrtp_1	
worst_setup_path	beginning of the worst register-to-register path	c3.q[10]$_DFFE_PN0P_	
synth	number of enable flip-flop cells	0	
worst_setup_path	dominant delay contributor by cell family on the critical path	buffers and inverters	
power_and_ir_drop	Max IR drop VDD	0.000199	V
worst_setup_path	number of cell instances on the worst register-to-register path	8	
worst_setup_path	source of the critical timing path	clk_freq[1]	
synth	number of unique standard cell types used by synthesis	74	
floorplan	Chip Width	133	um
placement	routability congestion estimate	0.891	
global_route	largest net degree at the start of global routing	53	
detailed_routing	number of inserted diodes	0	
clock_network	CTS Buf Count	17	
global_route	global route total overflow	0	
worst_setup_path	CP Capture Type	primary output	
synth	sequential share of the synthesized area	39.3	%
final_timing	upper clock frequency limit	176	MHz
clock_network	clock tree from TritonCTS	built	
run	tally of OpenROAD warnings	33	
layout	core utilization of the finished layout	56.5	%
global_route	wire length of the first global-routing pass	35.4	mm
clock_network	count of hold-fix buffers inserted at cts	0	
floorplan	total die size	0.0177	mm^2
clock_network	clock transition at the registers of the reported paths	0.06	ns
clock_network	cells resized by post-CTS repair	0	
synth	Synth async-reset ratio	100	%
worst_setup_path	capturing element of the worst setup path	wash_done	
placement	number of buffers added on ports	7	
## cells by family after synthesis
family	synth area share (%)
xor+xnor	6.72
flops	39.3
compound gates	15.0
mux	1.05
buf+inv	4.70
fa+ha+maj	1.89
simple gates	31.4
## cell usage in the layout, fill, tap and decap left out, types with 7 or more instances in the layout
master	count
sky130_fd_sc_hd__dfrtp_1	134
sky130_fd_sc_hd__and2_1	8
sky130_fd_sc_hd__a21o_1	9
sky130_fd_sc_hd__or4_1	9
sky130_fd_sc_hd__buf_4	13
sky130_fd_sc_hd__ha_1	13
sky130_fd_sc_hd__inv_1	43
sky130_fd_sc_hd__nor3b_1	8
sky130_fd_sc_hd__or3_1	25
sky130_fd_sc_hd__nor4_1	22
sky130_fd_sc_hd__nor3_1	33
sky130_fd_sc_hd__xor2_1	38
sky130_fd_sc_hd__and3_1	16
sky130_fd_sc_hd__and4_1	12
sky130_fd_sc_hd__a31oi_1	31
sky130_fd_sc_hd__nor4bb_1	11
sky130_fd_sc_hd__a211o_1	11
sky130_fd_sc_hd__nand2_1	69
sky130_fd_sc_hd__nor2b_1	9
sky130_fd_sc_hd__o21ai_1	8
sky130_fd_sc_hd__xnor2_1	28
sky130_fd_sc_hd__nand3_1	65
sky130_fd_sc_hd__nor2_1	101
sky130_fd_sc_hd__a21oi_1	25
sky130_fd_sc_hd__o211ai_1	16
sky130_fd_sc_hd__o21ai_0	28
sky130_fd_sc_hd__clkbuf_16	17
sky130_fd_sc_hd__mux2i_1	9
sky130_fd_sc_hd__a221o_1	8
sky130_fd_sc_hd__nand4_1	47
sky130_fd_sc_hd__or2_2	7
## where the power goes
group,switching [mW],internal [mW],total (mW)
sequential,0.0714,0.855,0.927
clock,0.354,0.606,0.959
combinational,0.124,0.0861,0.210
## through the flow
step / hold slack [ns] / setup WS [ns]
2_1_floorplan: 0.465 / 2.26
3_3_place_gp: 0.483 / 1.18
3_5_place_dp: 0.488 / 1.12
4_1_cts: 0.499 / 1.11
5_1_grt: 0.539 / 0.892
6_report: 0.500 / 1.12
## worst min-delay path by stage
stage | from | endpoint | slack (ns) | cells past startpoint
4_1_cts | fsm1.state_reg[3]$_DFF_PN0_ | fsm1.state_reg[3]$_DFF_PN0_ | 0.50 | 1
5_1_grt | fsm1.state_reg[3]$_DFF_PN0_ | fsm1.state_reg[3]$_DFF_PN0_ | 0.54 | 1
6_report | fsm1.state_reg[3]$_DFF_PN0_ | fsm1.state_reg[3]$_DFF_PN0_ | 0.50 | 1
## layer usage
layer  track usage, %  up-vias
met5                0        -
met4             3.28        0
met3             4.90       18
met2             38.3      201
met1             40.5     3661
li1                 -     3608
## cell type report
type                    count  area (um^2)  share of cell area [%]
clock buffers              21          470                    4.99
clock inverters            11          148                    1.56
inverters                  43          161                    1.71
multi-input cells         751         4830                    51.2
flip-flops and latches    135         3380                    35.8
well taps                 220          275                    2.92
repair buffers             20          169                    1.79
Power figures rest on the tool's default switching activity, not on a simulated workload.
